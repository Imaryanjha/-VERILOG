## design/flow/config.mk

```make
export PLATFORM = sky130hd
export DESIGN_NAME = RAM
export DESIGN_NICKNAME = RAM
export VERILOG_FILES = /design/flow/design.v
export SDC_FILE = /design/flow/constraint.sdc
export NUM_CORES = 4
export LEC_CHECK = 1
export CORE_UTILIZATION = 30
```

## design/flow/constraint.sdc

```tcl
current_design RAM

set clk_period 14.8
set clk_io_pct 0.2

create_clock -name clk0 -period $clk_period [get_ports {clk}]

set non_clock_inputs [all_inputs -no_clocks]
set_input_delay [expr $clk_period * $clk_io_pct] -clock clk0 $non_clock_inputs
set_output_delay [expr $clk_period * $clk_io_pct] -clock clk0 [all_outputs]
```

## design/flow/design.v

```verilog
`timescale 1ns / 1ps
module RAM(
    input clk,
    input we,
    input rst,
    input [5:0] addr,
    input [7:0] din,
    output [7:0] dout
    );
 reg [7:0] mem [63:0];
 reg [7:0] temp;
 integer i = 0;
 always@(posedge clk)
 begin   
    if(rst == 1'b1)
     begin
      for(i=0; i< 64; i = i + 1)
       begin
       mem[i] <= 8'h00;
       end
      temp <= 8'h00;
     end
     else
       begin
         if(we == 1'b1)
           mem[addr] <= din;
         else
           temp      <= mem[addr];     
       end   
 end   
 assign dout = temp;
endmodule
```

## design/flow/run.sh

```bash
#!/bin/bash
# OpenROAD 26Q1-2900-gdf79404cd8, Yosys 0.63+post, stock flow scripts
make -C /OpenROAD-flow-scripts/flow DESIGN_CONFIG=/design/flow/config.mk WORK_HOME=/design/flow/orfs finish
```

==> results.sh <==
# source this file to load flow results
export IMPL_grt_usage=0.1881
export IMPL_synth_distinct_cells=61
export IMPL_hold_viol_final=0
export IMPL_outcome="finished clean"
export IMPL_fp_utilization=0.3054
export IMPL_cts_path_max_buffers=3
export IMPL_finClkSkew_ns=0.01313
export IMPL_cp_max_fo=80
export IMPL_reg2reg_depth=5
export IMPL_ys_seq_share=0.6397
export IMPL_rsz0062_at_grt="false"
export IMPL_whs_ns=0.5828
export IMPL_nFillCells=7527
export IMPL_antenna_found_initial=2
export IMPL_avgSynthCellArea_um2=13.41
export IMPL_first_global_vias=15240
export IMPL_grt_max_degree=81
export IMPL_rows=103
export IMPL_grt_remaining_overflow=0
export IMPL_ys_sh_mux=0.07270
export IMPL_wl_per_cell_um=25.18
export IMPL_cts_setup_buffers=0
export IMPL_drc=0
export IMPL_slew_viol_final=0
export IMPL_top_cell="and2_1"
export IMPL_cts_inserted_buffers=53
export IMPL_hold_class="reg2reg"
export IMPL_yosys_cells=1811
export IMPL_xor_area_frac=0
export IMPL_worstMarginPinSlew_ns=1.033
export IMPL_die_size_y_um=286.5
export IMPL_drive_gt1_frac=0.1501
export IMPL_synth_top_cell_area_share=0.6331
export IMPL_ys_top_cells_by_area="edfxtp_1 (63%), and2_1 (13%), mux4_2 (2.7%)"
export IMPL_die_w_um=286.5
export IMPL_clk_latency_ns=0.60
export IMPL_fin_setup_tns_ns=0
export IMPL_htreeDepth=2
export IMPL_dp_hpwl_mm=46.77
export IMPL_holdBufCountCts=0
export IMPL_synth_edff_count=512
export IMPL_drtPass1Iterations=6
export IMPL_flop_cell="edfxtp_1"
export IMPL_yosysTopAreaCell="edfxtp_1"
export IMPL_gp_congestion=1.042
export IMPL_synth_cell_area_mm2=0.02428
export IMPL_chipArea_mm2=0.08209
export IMPL_io_pins=25
export IMPL_dr_total_vias=15040
export IMPL_avgViaCountPerCell=5.215
export IMPL_synth_adder_area_share=0
export IMPL_simple_gate_share=0.1814
export IMPL_fin_crit_sh=0.3985
export IMPL_tritoncts="yes"
export IMPL_worst_setup_path_type="in2reg"
export IMPL_tool_warnings=25
export IMPL_drt_iter0_markers=1199
export IMPL_fin_crit_ns=5.897
export IMPL_clockRootBuffer="clkbuf_16"
export IMPL_leakage_nw=9.301
export IMPL_async_flop_share=0
export IMPL_cp_required_ns=15.09
export IMPL_yosys_area_mm2=0.02428
export IMPL_grt_pass1_wl_mm=106.0
export IMPL_postRouteAntennaNets=0
export IMPL_end_kind="flop"
export IMPL_finalSetupViolCount=0
export IMPL_ctsResizeCount=0
export IMPL_critPathArrivalTime_ns=6.19
export IMPL_holdPathStages=2
export IMPL_synth_cells=1811
export IMPL_io_buffers=24
export IMPL_coreArea_mm2=0.07952
export IMPL_wl_mm=72.61
export IMPL_maxSlewHeadroom=0.3098
export IMPL_top_cells_by_count="and2_1 (516), edfxtp_1 (512), nor2_1 (89), clkbuf_1 (79), or2_2 (66)"
export IMPL_fmax_mhz=169.6
export IMPL_ys_ff=520
export IMPL_clk_pin_slew_worst_paths_ns=0.06
export IMPL_crit_path_start_kind="primary input"
export IMPL_ys_warn_count=1
export IMPL_clock_sinks=520
export IMPL_areaGrowthSynthToFinish_pct=11.80
export IMPL_p_per_area_mw_per_mm2=121.7
export IMPL_maxCapViolCount=0
export IMPL_ir_worst_vdd_v=0.00009104
export IMPL_netlist_logic_family_top="simple AND/OR/NAND/NOR gates"
export IMPL_ys_sh_aoi=0.07610
## state kept, by name (all words and copies together), names as in the netlist
| signal | flops |
|---|---|
| temp | 8 |
| mem | 512 |
## where the power goes
part           switching [mW]  internal, mW
Combinational           0.179        0.0808
Sequential             0.0317          1.69
Clock                   0.557         0.763
## worst paths after layout
check | from | end | slack (ns)
min | temp[7]$_SDFFE_PP0N_ | temp[7]$_SDFFE_PP0N_ | 0.58
max | addr[1] | mem[9][2]$_SDFFCE_PN0P_ | 8.90
min reg2reg | temp[7]$_SDFFE_PP0N_ | temp[7]$_SDFFE_PP0N_ | 0.58
max reg2reg | mem[18][5]$_SDFFCE_PN0P_ | temp[5]$_SDFFE_PP0N_ | 12.65
## critical path, stage by stage
cell     delay, ns
buf_4         0.26
buf_12        0.31
nor2b_2       0.65
buf_4         0.39
nand2_1       0.58
nor2_1        0.64
or2_2         0.32
## cell families (layout without fill, tap and decap cells)
family | Yosys count | after routing
DFF | 520 | 520
muxes | 134 | 134
buffers and inverters | 154 | 175
and+or+nand+nor | 754 | 754
other | 0 | 2
AOI/OAI and AO/OA | 249 | 249
## layout make-up
type / instances / area (µm²) / area share
diodes: 2 / 5.005 / 0.0001843
clock buffers: 65 / 1414 / 0.05208
clock inverters: 33 / 285.3 / 0.01051
inverters: 10 / 37.54 / 0.001383
multi-input cells: 1137 / 8031 / 0.2958
flip-flops and latches: 520 / 15530 / 0.5722
well taps: 1050 / 1314 / 0.04839
repair buffers: 67 / 526.8 / 0.01940
## metal layers
metal | up-vias | GRT usage | wire length, µm
met2 | 901 | 0.2673 | 31760
li1 | 6622 | - | -
met3 | 177 | 0.1127 | 10770
met1 | 7335 | 0.2486 | 27340
met4 | 6 | 0.05508 | 2705
met5 | - | 0 | 38
## stage by stage
step / util / total power, mW / setup slack [ns] / std cells / instance area, µm²
after CTS: 0.3414 / 3.321 / 9.057 / 2882 / 27140
after floorplan: - / 1.889 / 10.05 / 1811 / 24280
after detailed placement: 0.3200 / 2.009 / 8.429 / 2784 / 25440
final: 0.3414 / 3.303 / 8.903 / 2884 / 27150
after global placement: 0.3200 / 2.010 / 8.491 / 2784 / 25440
after global routing: 0.3414 / 3.401 / 8.778 / 2882 / 27140
## layout by cell type, fill, tap and decap left out, types with 24 or more instances in the layout
cell / n
and2_1: 516
edfxtp_1: 512
nor2_1: 87
or2_2: 66
mux2i_1: 62
a221oi_1: 55
clkbuf_16: 55
buf_4: 44
mux2_2: 40
a22oi_1: 37
nand2_1: 36
a21oi_1: 33
mux4_2: 29
o21ai_0: 24
Power figures rest on the tool's default switching activity, not on a simulated workload.
