[config.mk]
export PLATFORM = sky130hd
export DESIGN_NAME = up_down_counter
export DESIGN_NICKNAME = up_down_counter
export VERILOG_FILES = /design/flow/design.v
export SDC_FILE = /design/flow/constraint.sdc
export NUM_CORES = 4
export LEC_CHECK = 1
export CORE_AREA = 10 10 70 70
export DIE_AREA = 0 0 80 80
[constraint.sdc]
current_design up_down_counter

set clk_period 2.1
set clk_io_pct 0.2

create_clock -name clk0 -period $clk_period [get_ports {clk}]

set non_clock_inputs [all_inputs -no_clocks]
set_input_delay [expr $clk_period * $clk_io_pct] -clock clk0 $non_clock_inputs
set_output_delay [expr $clk_period * $clk_io_pct] -clock clk0 [all_outputs]
[design.v]
module up_down_counter(
    input clk,
    input reset,
    input up_down,  
    output reg [3:0] count
);
always @(posedge clk or posedge reset) begin
    if (reset) begin
        count <= 4'b0000;
    end else begin
        if (up_down) begin
            count <= count + 1;  
        end else begin
            count <= count - 1;  
        end
    end
end
endmodule
[run.sh]
#!/bin/bash
# OpenROAD 26Q1-2900-gdf79404cd8, Yosys 0.63+post, stock flow scripts
make -C /OpenROAD-flow-scripts/flow DESIGN_CONFIG=/design/flow/config.mk WORK_HOME=/design/flow/orfs finish
==> results.cfg <==
; generated from flow reports
[yosys]
numSynthFlops = 4
syn_inst = 15
synthTopCellsByCount = 4 x dfrtp_1, 3 x inv_1, 2 x ha_1, 2 x xnor2_1
synthTopCellsByArea = dfrtp_1 50%, ha_1 13%, fa_1 10%
synth_top_cell_by_count = dfrtp_1
mux_area_share_pct = 0
simple_gate_share_pct = 0
ys_seq_share_pct = 50.3
ys_async_sr_fraction_pct = 100
top_area_cell = dfrtp_1
adder_share_pct = 22.6
ff_type = dfrtp_1
edf_count = 0
syn_area_um2 = 199
ys_area_um2 = 199
ys_types = 8
aoi_share_pct = 8.18
synthTopLogicFamily = adder cells
syn_area_per_cell_um2 = 13.3
yosys_warnings = 1
synth_top_area_share_pct = 50.3
xor_area_share_pct = 13.2
synth_stat.cells = 15

[outcome]
status = completed

[flow_run]
cap_violations = 0
warnings = 25

[timing]
finalCritPeriodShare_pct = 76.5
hold_viol = 0
rsz0062_at_grt = no
worst_slack_ns = 0.494
worst_pin_slew_ns = 0.184
slew_violations = 0
tns_ns = 0
fin_skew_ns = 0.000328
hold_slack_ns = 0.372
relSlewSlack_pct = 87.6
finalCriticalPeriod_ns = 1.61
fmax_mhz = 623
setup_viol = 0

[floorplan]
die_h_um = 80
num_io_pins = 7
die_w_um = 80
core_um2 = 3420
die_area_um2 = 6400
rows = 21
fp_util_pct = 5.82

[grt]
grt_max_degree = 5
antenna_found_initial = 0
grt_pass1_vias = 147
gr-total-overflow = 0
track_usage_pct = 1.63
grt_pass1_wl_um = 731

[cells_and_area]
regMostFlops = count
final_cells = 70
reg.largest.list = count x4
fillers = 406
final_area_um2 = 339
largest_reg_flops = 4
final-comb-area_um2 = 87.6
areaGrowthSynthToFinish_pct = 70.4
finish.utilization_pct = 9.93
regArea_um2 = 100
drive_gt1_share_pct = 16.7

[place]
dpl_cell_area_um2 = 317
placement.io_buffers = 6
place.gp.congestion = 0.748
place_ws_ns = 0.244
dp.cells = 67

[clocking]
cts_hold_buffers = 0
cts_tree = done
numCtsBuffers = 3
clkSinkCount = 4
cts-root-buf = clkbuf_4
post_cts_buffers = 0
clk_latency_ns = 0.23
cts_max_level = 1
cts_resized = 0
cts_buffer_depth = 2
path_clk_slew_ns = 0.04

[worst_setup_path]
worstPathMaxFanout = 3
arrival_ns = 1.76
setup.worst_path.start_class = input port
cp-end-kind = flip-flop
critPathKind = input port to flip-flop
required_ns = 2.26

[power_and_ir_drop]
vdd.ir_drop.worst_uv = 170
p_per_area_nw_per_um2 = 1100
finalPower_mw = 0.372
p_leak_nw = 0.141

[drt]
viasPerCell = 1.96
antennaDiodeCount = 0
wire_per_inst_um = 5.94
drcViolationCount = 0
route.antenna.remaining_nets = 0
num_vias = 137
wl_um = 416
drt-initial-drc-count = 2
first_pass_iters = 2

[hold_path]
hold_path_class = input port to async pin
## worst max-delay path, stage by stage
cell,delay [ns]
clkdlybuf4s50_1,0.50
inv_1,0.10
ha_1,0.30
a21o_1,0.19
a21oi_2,0.14
xnor2_1,0.12
## worst paths after layout
path	from	to	slack, ns	cells past startpoint
setup / recovery	up_down	count[3]	0.49	6
hold / removal	reset	count[3]	0.37	2
setup reg to reg	count[1]	count[3]	0.90	4
hold reg to reg	count[0]	count[0]	0.52	1
max in group asynchronous	reset	count[0]	1.58	2
min in group clk0	count[0]	count[0]	0.52	1
## per-layer routing
| layer | vias to the layer above | routed length [um] | track usage, % |
|---|---|---|---|
| li1 | 66 | - | - |
| met1 | 61 | 174 | 1.95 |
| met2 | 10 | 112 | 1.20 |
| met3 | 0 | 129 | 2.84 |
| met4 | 0 | 0 | 0.176 |
| met5 | - | 0 | 0 |
## final cells by class
type / instances / area share (%)
inverter: 3 / 3.32
timing repair buffer: 6 / 17.7
tap: 46 / 17.0
sequential: 4 / 29.5
clock buffer: 3 / 6.64
multi-input combinational: 8 / 25.8
## logic make-up after synthesis
kind of cell / after synthesis
xor+xnor: 3
fa+ha+maj: 3
compound gates: 2
buf+inv: 3
flops: 4
## cell usage in the layout, fill, tap and decap left out
cell type / instances
clkdlybuf4s50_1: 6
dfrtp_1: 4
inv_1: 3
clkbuf_4: 3
a21oi_2: 1
ha_1: 2
xor2_1: 1
fa_1: 1
a21o_1: 1
xnor2_1: 2
## where the power goes
part / switching, mW / internal, mW
combinational: 0.0466 / 0.100
sequential: 0.0218 / 0.109
clock: 0.0300 / 0.0638
total: 0.0984 / 0.273
No activity file was given, so power comes from the tool's default toggle rates.
